==> design/flow/design.v <==
`timescale 1ns / 1ps
module register_file(
    input wire clk,
    input wire rst,
    input wire [4:0] read_sel,
    input wire [4:0] load_sel,
    input wire load,
    input wire [1:0] op,  
    input wire [15:0] data_in,
    output reg [15:0] out
);
    reg [7:0] data [0:11];
    localparam OP_NONE = 2'b00;
    localparam OP_INC = 2'b01;
    localparam OP_DEC = 2'b10;
    localparam OP_INC2 = 2'b11;
    wire read_pair = read_sel[4];  
    wire load_pair = load_sel[4];  
    wire [3:0] read_index = read_sel[3:0];
    wire [3:0] load_index = load_sel[3:0];
    integer i;
    always @(posedge clk or posedge rst) begin
        if (rst) begin
            for (i = 0; i < 12; i = i + 1)
                data[i] <= 8'b0;
        end else begin
            case (op)
                OP_INC:
                    {data[load_index], data[load_index + 1]} <=
                        {data[load_index], data[load_index + 1]} + 16'h0001;
                OP_DEC:
                    {data[load_index], data[load_index + 1]} <=
                        {data[load_index], data[load_index + 1]} - 16'h0001;
                OP_INC2:
                    {data[load_index], data[load_index + 1]} <=
                        {data[load_index], data[load_index + 1]} + 16'h0002;
                default: ;
            endcase
            if (load) begin
                if (load_pair)
                    {data[load_index], data[load_index + 1]} <= data_in;
                else
                    data[load_index] <= data_in[7:0];
            end
        end
    end
    always @(*) begin
        if (read_pair)
            out = {data[read_index], data[read_index + 1]};
        else
            out = {8'h00, data[read_index]};
    end
endmodule
==> design/flow/run.sh <==
#!/bin/bash
# OpenROAD 26Q1-2900-gdf79404cd8, Yosys 0.63+post, stock flow scripts
make -C /OpenROAD-flow-scripts/flow DESIGN_CONFIG=/design/flow/config.mk WORK_HOME=/design/flow/orfs finish
==> design/flow/config.mk <==
export PLATFORM = sky130hd
export DESIGN_NAME = register_file
export DESIGN_NICKNAME = register_file
export VERILOG_FILES = /design/flow/design.v
export SDC_FILE = /design/flow/constraint.sdc
export NUM_CORES = 4
export LEC_CHECK = 1
export CORE_UTILIZATION = 40
export SYNTH_HDL_FRONTEND = slang
==> design/flow/constraint.sdc <==
current_design register_file

set clk_period 7.9
set clk_io_pct 0.2

create_clock -name clk0 -period $clk_period [get_ports {clk}]

set non_clock_inputs [all_inputs -no_clocks]
set_input_delay [expr $clk_period * $clk_io_pct] -clock clk0 $non_clock_inputs
set_output_delay [expr $clk_period * $clk_io_pct] -clock clk0 [all_outputs]
==> flow_metrics.tcl <==
# collected from the flow reports
set metrics [dict create \
    hp-start "data[23]" \
    preCtsSetupSlack_ns 1.196 \
    yosysChipArea_um2 15410 \
    yosys.area_share.aoi 0.3869 \
    place_inst 2473 \
    busiest_layer "met2" \
    crit_path_max_fanout 31 \
    ys_top_logic_family "AND-OR/OR-AND gates" \
    clkTransAtPathRegs_ns 0.08 \
    dieArea_um2 39310 \
    drt-pass1-iter-count 8 \
    rsz0062_at_grt "false" \
    drc 0 \
    synth_area_um2 15410 \
    cp.buffers_inverters 3 \
    required_ns 8.17 \
    path_cells "buf_4, inv_1, ha_1, buf_4, mux4_1, mux2i_1, mux2_2, ha_1, o21ai_1, a31oi_1, and3_1, a31oi_1, o31ai_1, a21oi_1, o41ai_1" \
    crit_slowest_cell "mux4_1" \
    cts_tree "built" \
    rr_worst_depth 12 \
    grt_pass1_vias 18220 \
    largest_reg_flops 96 \
    routed_via_density 7.822 \
    synth_top_area_share 0.1559 \
    postCtsHoldBufs 0 \
    avgSynthCellArea_um2 7.545 \
    coreArea_um2 37760 \
    die_height_um 198.3 \
    fin_setup_tns_ns 0 \
    wl_um 97750 \
    crit_type "in -> reg" \
    reg2reg_to "data[74]" \
    final_cell_mix "nand2_1 (230), o21ai_0 (186), nor2_1 (179)" \
    ys_seq_share 0.1559 \
    setup_ws_ns 1.419 \
    max_clock_freq_mhz 154.3 \
    total_leakage_power_nw 5.838 \
    min_path_cells 2 \
    cts_buffers 9 \
    drv_cap 0 \
    initCoreUtil 0.4081 \
    layoutNonFillerInstCount 2490 \
    tool_warnings 33 \
    wl_per_cell_um 39.26 \
    ant_nets 0 \
    period_minus_slack_ns 6.481 \
    globalRouteTotalUtil 0.5158 \
    largest-register "data" \
    drt_first_iter_violations 2688 \
    worstMarginPinSlew_ns 1.262 \
    use_met1 0.6461 \
    synth-edff-count 0 \
    num_io_pins 47 \
    async_flop_share 1.000 \
    status "complete, no violations" \
    synth_warnings 0 \
    slew_headroom 0.1555 \
    simple_gate_area_frac 0.1877 \
    clock_latency_ns 0.40 \
    grt_max_degree 72 \
    drv_slew 0 \
    mostFrequentLayoutCell "nand2_1" \
    area_delta_synth_final_pct 8.316 \
    clock-skew-final_ns 0.01714 \
    place_congestion 1.105 \
    cts-htree-levels 3 \
    port_buffers 46 \
    die_w_um 198.3 \
    yosys_cells 2042 \
    final-setup-viol-count 0 \
    grt_pass1_wl_um 136400 \
    clock_path_buffers 2 \
    final.fill_count 3743 \
    adder_share 0.009745 \
    overflow 0 \
    cts-resized-gates 0 \
    clock_sinks 96 \
    hp-class "reg -> reg" \
    slowest_delay_ns 0.67 \
    largestRegisters "data x96" \
    cp.arrival_ns 6.76 \
    hpwl_um 65420 \
    cp_top_family "AND-OR/OR-AND gates" \
    period_used_share 0.8204 \
    post-cts-setup-buffers 0 \
    synth_cell_types 92 \
    antenna_found_initial 2 \
    grt_util_met3 0.2769 \
    hold_violations 0 \
    vias 19480 \
    ys_sh_mux 0.1709 \
    xor_share 0.01372 \
    r2r_start "data[72]" \
    num_rows 71 \
    synthTopCellsByArea "dfrtp_1 (16%), mux4_2 (11%), o21ai_0 (6.0%)" \
    ir_drop_mv 0.1303 \
    yosysTopAreaCell "dfrtp_1" \
    ys_ff 96 \
    met2_usage 0.6703 \
    cts_root_buf "clkbuf_16" \
    power.density_nw_per_um2 220.7 \
    synthFlopType "dfrtp_1" \
    drive_gt1_frac 0.1411 \
    worst_setup_path_start_kind "input pin" \
    hold_end "data[23]" \
    rrSetupSlack_ns 3.22 \
    cp-end-kind "flop" \
    postSynthCellCount 2042 \
]
synthesized netlist by cell type, types with 11 or more instances:
cell      number
a211o_1       14
a211oi_1      31
a21o_1        12
a21oi_1      144
a221oi_1      12
a22o_1        22
a22oi_1      107
a31oi_1       39
a32o_1        16
a32oi_1       15
and2_1        21
and3_1        11
buf_1         14
buf_2         19
clkbuf_1     196
dfrtp_1       96
ha_1          12
inv_1         19
mux2_2        12
mux2i_1       34
mux4_1        17
mux4_2        75
nand2_1      231
nand2b_1      14
nand3_1       36
nand4_1       24
nor2_1       183
nor3_1        27
nor4_1        31
o211a_1       13
o211ai_1      43
o21ai_0      186
o221ai_1      21
o22ai_1       95
o31ai_1       20
xnor2_1       17
through the flow:
step	cell area [um^2]	hold WS (ns)	power, mW	utilization
after floorplan	15410	0.5217	2.235	-
after global placement	16390	0.5687	3.046	0.4341
after detailed placement	16390	0.5807	3.048	0.4341
after CTS	16680	0.5967	3.552	0.4419
after global routing	16680	0.6205	3.793	0.4419
final	16690	0.5999	3.682	0.4420
worst register-to-register path: stages (launching register included):
cell      delay (ns)
dfrtp_1         0.53
mux4_1          0.53
mux2_2          0.30
nand2_1         0.10
and2_1          0.14
buf_4           0.23
ha_1            0.33
nand4_1         0.22
nor2_1          0.59
a31oi_1         0.53
nor3_1          0.67
a221oi_1        0.21
o211ai_1        0.22
worst max path at each step:
stage	from	endpoint	slack, ns	cells after the start
after global routing	load_sel[0]	data[33]	1.20	15
final	load_sel[0]	data[33]	1.42	15
after CTS	load_sel[0]	data[33]	1.59	15
per-layer routing:
metal / up-vias / wire length, um
met5: - / 312
met3: 481 / 16160
met2: 1762 / 38090
li1: 7919 / -
met4: 10 / 8529
met1: 9304 / 34660
power by group:
part / switching (mW) / internal, mW
sequential: 0.408 / 0.655
clock: 0.254 / 0.246
combinational: 1.26 / 0.862
kinds of logic (layout without fill, tap and decap cells):
logic type | Yosys count | after routing
buffers and inverters | 268 | 203
DFF | 96 | 96
and+or+nand+nor | 626 | 626
adders and majority gates | 12 | 12
AOI/OAI and AO/OA | 879 | 879
muxes | 139 | 139
other | 0 | 2
xor gates and xnor gates | 22 | 22
layout make-up:
| class | count | area (um^2) | area share |
|---|---|---|---|
| antenna | 2 | 5.005 | 0.0002999 |
| clock inverter | 6 | 67.56 | 0.004049 |
| inverter | 23 | 91.34 | 0.005473 |
| timing repair buffer | 165 | 1333 | 0.07985 |
| tap | 511 | 639.4 | 0.03831 |
| clock buffer | 9 | 225.2 | 0.01350 |
| sequential | 96 | 2402 | 0.1439 |
| multi-input combinational | 1678 | 11930 | 0.7146 |
Power and IR drop assume default switching activity.
