==> ./design.v <==
`timescale 1ns / 1ps
module ir(
    input clk,
    input rst,
    input load,
    input [7:0] bus,
    output [7:0] out    
);
    reg [7:0] ir;
    always @(posedge clk, posedge rst) begin
        if (rst) begin
            ir <= 8'b0;
        end else if (load) begin
            ir <= bus;
        end
    end
    assign out = ir;
endmodule
==> ./run.sh <==
#!/bin/bash
# OpenROAD 26Q1-2900-gdf79404cd8, Yosys 0.63+post, stock flow scripts
make -C /OpenROAD-flow-scripts/flow DESIGN_CONFIG=/design/flow/config.mk WORK_HOME=/design/flow/orfs finish
==> ./config.mk <==
export PLATFORM = sky130hd
export DESIGN_NAME = ir
export DESIGN_NICKNAME = ir
export VERILOG_FILES = /design/flow/design.v
export SDC_FILE = /design/flow/constraint.sdc
export NUM_CORES = 4
export LEC_CHECK = 1
export CORE_AREA = 10 10 70 70
export DIE_AREA = 0 0 80 80
export SYNTH_HDL_FRONTEND = slang
==> ./constraint.sdc <==
current_design ir

set clk_period 1.0
set clk_io_pct 0.2

create_clock -name clk0 -period $clk_period [get_ports {clk}]

set non_clock_inputs [all_inputs -no_clocks]
set_input_delay [expr $clk_period * $clk_io_pct] -clock clk0 $non_clock_inputs
set_output_delay [expr $clk_period * $clk_io_pct] -clock clk0 [all_outputs]
==> Slide: Implementation Results <==
Key Metrics from the Run

Setup path
  – Critical path capture point type: primary output
  – Reg2Reg Setup Slack: 130 ps
  – FF-to-FF path depth: 2
  – Worst flop-to-flop path startpoint: out[2]$_DFFE_PP0P_
  – CP cell instances: buf_2
  – Critical Path Fanout Max: 2
  – Reg-to-reg endpoint: out[2]$_DFFE_PP0P_
  – Slowest-stage cell, CP: dfrtp_1
  – Critical path startpoint category: flop
  – Critical Path AT: 740 ps
  – Crit-path max cell delay: 380 ps
  – Delay-heaviest family, CP: flip-flops
  – Bufs and invs on worst path: 1
  – CP Class: reg -> out
  – Crit path DRT: 800 ps

Route
  – DRT Pass-1 Iters: 2
  – DRC viols: 0
  – Routed len/inst: 9.83 microns
  – Routed vias: 229
  – Number of diodes: 0
  – Iteration-0 DRC Markers: 6
  – Final WL: 875 microns
  – Post-DRT Antenna Nets: 0
  – Vias per cell: 2.57

Yosys
  – Top cells by count: dfrtp_1, mux2_4, buf_6, inv_1
  – Cell taking the most area after synthesis: dfrtp_1
  – Synth area leaders: dfrtp_1, mux2_4, buf_6
  – Ys flop type: dfrtp_1
  – EDFF count, synth: 0
  – Cell Type Count: 4
  – Max-area cell share: 59.7%
  – Yosys stat cell total: 18
  – Synth Instances: 18
  – Proportion of synthesized chip area in sequential cells: 59.7%
  – Syn_area_per_cell: 18.6 sq um
  – Yosys synthesis chip area: 335 sq um
  – Yosys warns: 0
  – Synth Register Bits: 8
  – Mapped Area: 335 sq um
  – Post-synth ARST share: 100%

Global routing
  – Antenna violations before repair: 0
  – First-pass GRT wire length: 1420 microns
  – Largest net degree at the start of global routing: 9
  – Vias in the first global route: 295
  – Total GRT Usage: 2.84%
  – GR Overflow Total: 0

Final timing
  – Worst-Margin Slew: 295 ps
  – Min Hold Slack: 216 ps
  – Hold Fails Final Rpt: 0
  – # setup viols final: 0
  – Crit path time final: 941 ps
  – Slew headroom: 80.3%
  – Setup repair after global routing missed its margin: no
  – Part of the cycle the worst path needs: 94.1%
  – Fmax: 1.06 GHz
  – Slew Limit Fails: 0
  – Post-Route Skew: 0 ps

CTS
  – Root buffer cell: clkbuf_4
  – CTS buffer count: 3
  – Clk sinks: 8
  – H-tree Lvls: 1
  – CTS tree: yes
  – Clock buffer depth: 2
  – Skew-Pair Late Insertion Delay: 240 ps
  – Clock transition at path regs: 50 ps

Floorplan
  – Core Area: 3420 sq um
  – Die Wd: 80 microns
  – Die Ht: 80 microns
  – Chip area: 6400 sq um
  – Initial Util: 9.82%
  – Rows: 21
  – Num ports: 19

Place
  – I/O Buffers: 18
  – Area after DPL: 597 sq um
  – GPL Wtd Cong: 0.708

Layout
  – Fraction of layout instances using a drive strength above 1: 55.8%
  – Area delta synth->final: 76.9%
  – Max FFs per register: 8
  – Fill count: 390
  – Final instance area: 593 sq um

Power and ir drop
  – Pwr dens: 1300 nW/um^2
  – Max VDD drop: 0.202 mV
  – Leak: 0.280 nW

Status
  – Status: complete, no violations

Flow run
  – Tool warnings: 25
  – Max cap viols: 0

Worst hold path
  – Hold crit path type: in -> async
-- routing by layer --
layer	GRT usage [%]	part of all wire, %
met2	4.98	51
met4	1.41	4.7
met3	0.682	5.3
met1	3.10	39
met5	0	0
-- stage by stage --
stage	util, %	setup TNS [ps]	total power, mW	std cells	worst slack (ps)
final	17.4	0	0.769	89	59.5
after global routing	17.4	0	0.819	89	15.9
after CTS	18.2	0	0.797	90	2.70
after detailed placement	17.5	-2230	0.571	84	-277
after global placement	17.5	-2210	0.569	84	-269
after floorplan	-	0	0.436	18	258
-- layout make-up --
cell class	instances	area [sq um]	area share (%)
Clock buffer	3	22.5	3.80
Inverter	1	3.75	0.633
Multi-Input combinational cell	8	120	20.3
Sequential cell	8	200	33.8
Tap cell	46	57.6	9.70
Timing Repair Buffer	23	189	31.9
-- how the worst max path moves through the flow --
| stage | from | end | slack [ps] | depth (start not counted) |
|---|---|---|---|---|
| after CTS | out[0]$_DFFE_PP0P_ | out[0] | 3 | 1 |
| after global routing | out[6]$_DFFE_PP0P_ | out[6] | 20 | 1 |
| final | out[7]$_DFFE_PP0P_ | out[7] | 60 | 1 |
-- cell families after synthesis --
logic type             after synthesis  share of synthesized area, %
multiplexers                         8                          35.8
flip-flops                           8                          59.7
buffers and inverters                2                          4.48
-- power by group --
part / switching [mW] / leakage, nW / internal (mW) / total (mW)
combinational: 0.0391 / 0.173 / 0.127 / 0.166
clock: 0.0937 / 0.0138 / 0.136 / 0.230
sequential: 0.0166 / 0.0935 / 0.357 / 0.374
total: 0.149 / 0.280 / 0.620 / 0.769
-- cells in the final DEF (no fill, tap or decap) --
master and count:
buf_12 1, buf_2 4, buf_4 4, clkbuf_2 4
clkbuf_4 3, clkdlybuf4s50_1 9, dfrtp_1 8, dlygate4sd2_1 1
inv_1 1, mux2_4 8
-- repair_timing --
item,4_1_cts,5_1_grt
endpoints found under the hold margin,0,0
setup endpoints to repair,16,5
setup buffers,3,0
gates cloned,0,0
hold buffers,0,0
resized,21,4
No activity file was given, so power comes from the tool's default toggle rates.
